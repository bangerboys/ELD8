==> design/flow/design.v <==
`timescale 1ns / 1ps
module DFlipFlop(
    output reg Q,
	 input D,
    input clk,
	 input reset
    );
	 always@(negedge clk, negedge reset)
	 if(reset == 0)
		Q <= 1'b0;
	 else
		Q <= D;
endmodule
`timescale 1ns / 1ps
module RippleCounter(out,T,clk,reset);
input clk;
input reset;
output [7:0]out;
input T;
tff f0(out[0],T,clk,reset);
tff f1(out[1],out[0],clk,reset);
tff f2(out[2],out[1],clk,reset);
tff f3(out[3],out[2],clk,reset);
tff f4(out[4],out[3],clk,reset);
tff f5(out[5],out[4],clk,reset);
tff f6(out[6],out[5],clk,reset);
tff f7(out[7],out[6],clk,reset);
endmodule
`timescale 1ns / 1ps
module tff(Q, T, clk, reset);
output Q;
input T,clk,reset;
wire wir;
assign wir = Q^T;
DFlipFlop TF(Q,wir,clk,reset);
endmodule
==> design/flow/run.sh <==
#!/bin/bash
# OpenROAD 26Q1-2900-gdf79404cd8, Yosys 0.63+post, stock flow scripts
make -C /OpenROAD-flow-scripts/flow DESIGN_CONFIG=/design/flow/config.mk WORK_HOME=/design/flow/orfs finish
==> design/flow/config.mk <==
export PLATFORM = sky130hd
export DESIGN_NAME = RippleCounter
export DESIGN_NICKNAME = RippleCounter
export VERILOG_FILES = /design/flow/design.v
export SDC_FILE = /design/flow/constraint.sdc
export NUM_CORES = 4
export LEC_CHECK = 1
export CORE_AREA = 10 10 70 70
export DIE_AREA = 0 0 80 80
==> design/flow/constraint.sdc <==
current_design RippleCounter

set clk_period 1.0
set clk_io_pct 0.2

create_clock -name clk0 -period $clk_period [get_ports {clk}]

set non_clock_inputs [all_inputs -no_clocks]
set_input_delay [expr $clk_period * $clk_io_pct] -clock clk0 $non_clock_inputs
set_output_delay [expr $clk_period * $clk_io_pct] -clock clk0 [all_outputs]
==> reports/qor.txt <==
Clock Sinks - 8
Avg Cell Area, Syn - 13.8 um^2
Setup WS pre-CTS - -0.570 ns
routed wire length - 629 um
cts-stage hold buffer count - 0
Logic pwr share - 0.485
Sw Ratio - 0.265
maximum number of pins on one net before global-route repair - 9
WL met3 - 146 um
crit-path max FO - 2
Crit-path slowest cell - dfrtn_1
#FFs+latches synth - 8
Non-Filler Instances - 88
Worst R2R Start - f3.TF.Q
Remaining Overflow, GRT - 0
mapped cell area - 330 um^2
P_sw - 426 uW
I/O pins - 11
buffers from clock root to sink, at most - 2
Ys Warns - 1
met2 routed WL - 211 um
routed vias - 199
measured slew at the worst slew-check pin - 0.117 ns
WL/cell - 7.15 um
Commonest Layout Cell - buf_4
Top non-seq family - XOR/XNOR gates
HP Start - f1.TF.Q
final hold violation count - 0
drt pass-1 iters - 1
Via density - 2.26
Remaining DRCs - 0
ao+oa area frac - 0
cell total after placement - 81
most frequent cells in the layout - 12 x buf_4, 8 x xor2_1, 8 x dfrtn_1, 8 x buf_2, 3 x clkbuf_4
CTS H-tree lvls - 1
mux contribution to synthesized area - 0
die width - 80 um
vias in the first global route - 226
Port-buffer cells - 10
# rows - 21
FP Util - 0.0967
Seq share, synth - 0.606
Die ar. - 6400 um^2
P_int - 1180 uW
failing checks - negative setup slack
highest routed layer - met3
Num CTS Buffers - 3
Slew HR - 0.922
Setup Skew - 0.00686 ns
# setup viols final - 8
worst-path cell chain - buf_2
Worst-Skew Late Latency - 0.26 ns
Required @ worst endpoint - 0.80 ns
CP top delay family - flip-flops
1st-iter DRT viols - 0
cell leakage power - 0.000249 uW
RSZ-0062 raised after global routing - true
wl on met1 - 271 um
CTS tree - yes
OpenROAD warnings - 28
RePlAce Congestion - 0.629
Die Span Y - 80 um
Simple-Gate Area Share - 0
number of diodes - 0
first-pass GRT wire length - 1080 um
CP max stage delay - 0.41 ns
critical path data arrival time - 1.27 ns
Worst Path Buf+Inv - 1
Clk pwr share - 0.147
yosys stat cell total - 24
power per cell area - 3100 nW/um^2
YS chip area - 330 um^2
core area - 3420 um^2
status - finished, violations left
crit path kind - reg -> out
HPWL Detailed - 507 um
Post-Syn Instances - 24
Worst VDD drop - 0.770 mV
PnR worst setup slack - -0.465 ns
clock root buffer master - clkbuf_4
Hold Path Class - reg -> reg
Synth-to-Final Area Change - 57.2%
antenna violations before repair - 0
number of routed nets with antenna violations - 0
All-Layer GR Usage - 0.0226
Post-Synth Adder-Cell Area - 0
xor/xnor share - 0.212
nature of the critical path startpoint - flip-flop
Clock transition at path regs - 0.04 ns
sequential share of power - 0.369
share of cells above drive strength 1 - 0.571
Max-cap violations - 0
Critical Path Source - f2.TF.Q
critical path capture point type - output port
Slew Limit Fails - 0
Unique cell types - 3
## synth_stat cells
| cell | number | area [um^2] |
|---|---|---|
| buf_4 | 8 | 60.1 |
| dfrtn_1 | 8 | 200 |
| xor2_1 | 8 | 70.1 |
## registers in the layout, summed over array words and instances (netlist names)
| register | count |
|---|---|
| f0.TF.Q | 1 |
| f5.TF.Q | 1 |
| f1.TF.Q | 1 |
| f2.TF.Q | 1 |
| f6.TF.Q | 1 |
| f3.TF.Q | 1 |
| f7.TF.Q | 1 |
| f4.TF.Q | 1 |
## worst paths after layout
path | endpoint | slack, ns | cells after the start
setup / recovery | out[2] | -0.47 | 1
hold / removal | f2.TF.Q | 0.51 | 2
setup reg to reg | f4.TF.Q | 0.10 | 3
hold reg to reg | f2.TF.Q | 0.51 | 2
max in group asynchronous | f4.TF.Q | 0.21 | 2
min in group asynchronous | f3.TF.Q | 0.65 | 2
## worst register-to-register path: stages (launching register included)
cell and delay [ns]:
dfrtn_1 0.34, buf_4 0.13, buf_4 0.13, xor2_1 0.15
## power by group through the flow
stage,logic (uW),clock network (uW),registers (uW)
4_1_cts,774,254,598
6_report,780,236,593
5_1_grt,878,279,617
## routing by layer
metal | vias to the layer above | global-route usage
li1 | 102 | -
met1 | 87 | 0.0249
met2 | 10 | 0.0241
met3 | 0 | 0.0307
met4 | 0 | 0.00528
met5 | - | 0
## area by class of cell
cell class                      instances  area, um^2
Tap cell                               46        57.6
Timing Repair Buffer                   23         169
Multi-Input combinational cell          8        70.1
Sequential cell                         8         200
Clock buffer                            3        22.5
Fill cell                             392        2900
## stage by stage
step / power, uW / hold WS (ns) / cell area, um^2 / utilization / setup TNS, ns
after CTS: 1630 / 0.525 / 512 / 0.150 / -3.74
after floorplan: 1020 / 0.296 / 330 / - / -1.81
after global routing: 1770 / 0.544 / 519 / 0.152 / -4.00
after detailed placement: 1450 / 0.516 / 508 / 0.149 / -5.40
final: 1610 / 0.515 / 519 / 0.152 / -3.59
after global placement: 1450 / 0.511 / 508 / 0.149 / -5.39
## kinds of logic (layout without fill, tap and decap cells)
group     count (synthesis)  after routing
buf+inv                   8             26
xor+xnor                  8              8
flops                     8              8
## what timing repair did
| action | CTS | global route |
|---|---|---|
| cloned | 0 | 0 |
| pin swaps | 0 | 0 |
| resized | 25 | 0 |
| buffers inserted | 3 | 1 |
| endpoints found under the setup margin | 9 | 8 |
No activity file was given, so power comes from the tool's default toggle rates.
