==> design.v <==
`timescale 1ns / 1ps
module DFlipFlop(
    output reg Q,
	 input D,
    input clk,
	 input reset
    );
	 always@(negedge clk, negedge reset)
	 if(reset == 0)
		Q <= 1'b0;
	 else
		Q <= D;
endmodule
`timescale 1ns / 1ps
module ripple_counter(out,T,clk,reset);
input clk;
input reset;
output [7:0]out;
input T;
tff f0(out[0],T,clk,reset);
tff f1(out[1],T,out[0],reset);
tff f2(out[2],T,out[1],reset);
tff f3(out[3],T,out[2],reset);
tff f4(out[4],T,out[3],reset);
tff f5(out[5],T,out[4],reset);
tff f6(out[6],T,out[5],reset);
tff f7(out[7],T,out[6],reset);
endmodule
`timescale 1ns / 1ps
module tff(Q, T, clk, reset);
output Q;
input T,clk,reset;
wire wir;
assign wir = Q^T;
DFlipFlop TF(Q,wir,clk,reset);
endmodule
==> run.sh <==
#!/bin/bash
# OpenROAD 26Q1-2900-gdf79404cd8, Yosys 0.63+post, stock flow scripts
make -C /OpenROAD-flow-scripts/flow DESIGN_CONFIG=/design/flow/config.mk WORK_HOME=/design/flow/orfs finish
==> config.mk <==
export PLATFORM = sky130hd
export DESIGN_NAME = ripple_counter
export DESIGN_NICKNAME = ripple_counter
export VERILOG_FILES = /design/flow/design.v
export SDC_FILE = /design/flow/constraint.sdc
export NUM_CORES = 4
export LEC_CHECK = 1
export CORE_AREA = 10 10 70 70
export DIE_AREA = 0 0 80 80
==> constraint.sdc <==
current_design ripple_counter

set clk_period 1.0
set clk_io_pct 0.2

create_clock -name clk0 -period $clk_period [get_ports {clk}]

set non_clock_inputs [all_inputs -no_clocks]
set_input_delay [expr $clk_period * $clk_io_pct] -clock clk0 $non_clock_inputs
set_output_delay [expr $clk_period * $clk_io_pct] -clock clk0 [all_outputs]
==> results.sh <==
# flow metrics
export IMPL_cp_slowest_cell="dfrtn_1"
export IMPL_num_antenna_cells=0
export IMPL_fillers=401
export IMPL_critPathCaptureType="output pin"
export IMPL_startpoint_type="register"
export IMPL_cpPeakStageDelay_ps=390
export IMPL_ys_chip_area_sq_um=341.6
export IMPL_antenna_found_initial=0
export IMPL_grt_pass1_vias=170
export IMPL_yosysSeqAreaShare=0.5861
export IMPL_maxCapViolCount=0
export IMPL_drive_gt1_frac=0.1724
export IMPL_cp_max_fo=2
export IMPL_hold_viol=0
export IMPL_power_density_mw_per_mm2=682.1
export IMPL_core_sq_mm=0.003416
export IMPL_worstPathRequired_ps=800
export IMPL_fin_cells=75
export IMPL_die_w_um=80
export IMPL_untimed_endpoints=14
export IMPL_drcViolationCount=0
export IMPL_warnings=31
export IMPL_worst_pin_slew_ps=155.8
export IMPL_routed_wl_um=547
export IMPL_fp_row_count=21
export IMPL_hold_path_class="reg2reg"
export IMPL_fp_util=0.1000
export IMPL_ant_nets=0
export IMPL_vdd_drop_max_v=0.0005175
export IMPL_post_dp_cell_area_sq_um=450.4
export IMPL_fin_ws_ps=-183.6
export IMPL_unclocked_pins=7
export IMPL_fin_hold_ws_ps=545.8
export IMPL_portBuffers=10
export IMPL_gr_usage_all_layers=0.01793
export IMPL_synthDistinctLibCells=4
export IMPL_die_y_um=80
export IMPL_ys_cells=25
export IMPL_yosysTopAreaCell="dfrtn_1"
export IMPL_dieArea_sq_mm=0.006400
export IMPL_first_iter_violations=7
export IMPL_edf_count=0
export IMPL_cts_setup_buffers=0
export IMPL_logic_area_sq_um=70.07
export IMPL_max_slew_margin=0.8958
export IMPL_syn_to_final_growth_pct=30.77
export IMPL_viasPerCell=2.093
export IMPL_syn_inst=25
export IMPL_finClkSkew_ps=0
export IMPL_ys_ff=8
export IMPL_place_inst=75
export IMPL_critPathKind="reg2out"
export IMPL_grt_overflow=0
export IMPL_gp_congestion=0.7279
export IMPL_grt_max_degree=8
export IMPL_top_cells_by_area="dfrtn_1 (59%), xor2_1 (21%), buf_4 (18%)"
export IMPL_setup_tns_ps=-270.7
export IMPL_clk_pin_slew_worst_paths_ps=0
export IMPL_vias=157
export IMPL_path_buffers=1
export IMPL_clock_latency_ps=0
export IMPL_critPathTopFamily="flip-flops"
export IMPL_wl_per_cell_um=7.293
export IMPL_syn_avg_cell_area_sq_um=13.66
export IMPL_drt_pre_antenna_iters=2
export IMPL_netlist_area_sq_um=341.6
export IMPL_synthArstFlopShare=1.000
export IMPL_status="finished, violations left"
export IMPL_top_area_frac=0.5861
export IMPL_grt_pass1_wl_um=910
export IMPL_path_cells="buf_2"
export IMPL_dpl_hpwl_um=506.1
export IMPL_seq_area_sq_um=200.2
export IMPL_rsz0062_at_grt="true"
export IMPL_p_leak_nw=0.1831
export IMPL_yosys_warnings=1
export IMPL_violations="negative setup slack"
export IMPL_crit_arrival_ps=980
export IMPL_top_cells_by_count="buf_4 (8), dfrtn_1 (8), xor2_1 (8)"
export IMPL_design_area_sq_um=446.7
export IMPL_ctsHoldBuffers=0
export IMPL_ff_type="dfrtn_1"
export IMPL_io_pins=11
export IMPL_maxSlewViolCount=0
export IMPL_setup_violations=2
-- routing by layer --
| metal | vias to the layer above | global-route usage | part of all wire |
|---|---|---|---|
| met3 | 0 | 0.007955 | 0.15 |
| met4 | 0 | 0 | 0 |
| met5 | - | 0 | 0 |
| met1 | 72 | 0.02971 | 0.51 |
| li1 | 76 | - | - |
| met2 | 9 | 0.02087 | 0.33 |
-- timing repair --
item | 4_1_cts | 5_1_grt
pin swaps | 1 | 0
gates resized | 8 | 0
setup endpoints to repair | 2 | 2
-- area by class of cell --
cell class,count,share of cell area
sequential,8,0.4482
multi-input combinational,8,0.1569
timing repair buffer,13,0.2661
tap,46,0.1289
-- placed cells by master, fill, tap and decap left out, drive strengths merged --
| master | Yosys | final |
|---|---|---|
| clkdlybuf4s50 | 0 | 8 |
| dfrtn | 8 | 8 |
| xor2 | 8 | 8 |
| buf | 9 | 5 |
-- final timing paths --
check / endpoint / slack, ps / from / cells after the start
min: f0.TF.Q / 550 / f0.TF.Q / 2
max: out[0] / -180 / f0.TF.Q / 1
max in group asynchronous: f0.TF.Q / 30 / reset / 1
min reg2reg: f0.TF.Q / 550 / f0.TF.Q / 2
max reg2reg: f0.TF.Q / 230 / f0.TF.Q / 2
min in group asynchronous: f0.TF.Q / 790 / reset / 1
-- power by group --
group	total [mW]	internal (mW)	switching, mW
combinational	0.152	0.104	0.0481
sequential	0.153	0.125	0.0272
clock	0	0	0
-- kinds of logic after synthesis --
group                     share of synthesized area
xor gates and xnor gates                     0.2051
buffers and inverters                        0.2088
DFF                                          0.5861
-- state kept, by name, indices dropped and copies added (netlist names) --
name     cells
f0.TF.Q      1
f1.TF.Q      1
f2.TF.Q      1
f3.TF.Q      1
f4.TF.Q      1
f5.TF.Q      1
f6.TF.Q      1
f7.TF.Q      1
-- per-stage QoR --
| stage | setup WS [ps] | power, mW | util |
|---|---|---|---|
| 5_1_grt | -219.8 | 0.3368 | 0.1308 |
| 6_report | -183.6 | 0.3047 | 0.1308 |
| 3_5_place_dp | -563.8 | 0.3303 | 0.1319 |
| 4_1_cts | -190.0 | 0.3141 | 0.1308 |
| 3_3_place_gp | -561.1 | 0.3282 | 0.1319 |
| 2_1_floorplan | -206.6 | 0.2453 | - |
Power is estimated from default activity; no workload was simulated.
